==> ./design.v <==
`timescale 1ns / 1ps
module input_logic(
		input clk,
		input rst,
		input [3:0] a,
		input [3:0] b,
		output reg err_a,
		output reg err_b,
		output reg [3:0] out_a,
		output reg [3:0] out_b
    );
	 always @(posedge clk)
	 if (rst)
	 begin
		err_a <= 0;
		err_b <= 0;
		out_a <= 0;
		out_b <= 0;
	 end
	 else 
	 begin
		if (a < 4'd10)
		begin
			err_a <= 0;
			out_a <= a;
		end
		else
			err_a <= 1;
		if (b < 4'd10)
		begin
			err_b <= 0;
			out_b <= b;
		end
		else 
			err_b <= 1;
	 end
endmodule
==> ./run.sh <==
#!/bin/bash
# OpenROAD 26Q1-2900-gdf79404cd8, Yosys 0.63+post, stock flow scripts
make -C /OpenROAD-flow-scripts/flow DESIGN_CONFIG=/design/flow/config.mk WORK_HOME=/design/flow/orfs finish
==> ./config.mk <==
export PLATFORM = sky130hd
export DESIGN_NAME = input_logic
export DESIGN_NICKNAME = input_logic
export VERILOG_FILES = /design/flow/design.v
export SDC_FILE = /design/flow/constraint.sdc
export NUM_CORES = 4
export LEC_CHECK = 1
export CORE_AREA = 10 10 70 70
export DIE_AREA = 0 0 80 80
==> ./constraint.sdc <==
current_design input_logic

set clk_period 1.4
set clk_io_pct 0.2

create_clock -name clk0 -period $clk_period [get_ports {clk}]

set non_clock_inputs [all_inputs -no_clocks]
set_input_delay [expr $clk_period * $clk_io_pct] -clock clk0 $non_clock_inputs
set_output_delay [expr $clk_period * $clk_io_pct] -clock clk0 [all_outputs]
==> reports/qor.yml <==
die_height_um: 80
cts-htree-levels: 1
total_negative_slack_for_setup_checks_ps: 0
grt_pass1_vias: 350
power_frac_comb: 0.158
fin_worst_skew_ps: 0
worst_path_largest_cell_delay_ps: 480
timing.critical_path.arrival_ps: 1070
yosys-stat-cells: 38
postSynthAreaPerCell_um2: 10.6
ys_seq_frac: 0.497
final-instance-count-excl-fill: 108
place.gp.congestion: 0.759
n_fill_cell: 376
setup_viol_count_final: 0
grt_pass1_wl_um: 1750
final.period_utilization: 0.964
clk_path_buf_depth: 2
ctsHoldBuffers: 0
synthesized_netlist_cell_count: 38
final-max-slew-violation-count: 0
clock_power_share: 0.387
grt_antenna_before_repair: 0
leakage_nw: 0.298
drt-pass1-iter-count: 3
cp_top_family: "buffers and inverters"
timing.critical_path.required_ps: 1120
switching_share: 0.220
grt_max_degree: 8
holdPathStages: 2
ys_seq_elements: 10
power.ir.vdd_worst_v: 0.000475
ctsRootBufferMaster: "sky130_fd_sc_hd__clkbuf_4"
core_area_um2: 3420
worst_path_max_delay_cell: "sky130_fd_sc_hd__clkdlybuf4s50_1"
total_power_divided_by_cell_area_nw_per_um2: 978
cp_cell_sequence: "clkdlybuf4s50_1"
worst_skew_pair.late_latency_ps: 260
final_antenna_net_count: 0
clock_sink_count: 10
fp.dieArea_um2: 6400
cp-end-kind: "output port"
grt_util_all_layers: 0.0351
numCtsBuffers: 3
hold_class: "flip-flop to flip-flop"
worstSetupStartpointType: "flip-flop"
timing.reg2reg.worst_path_depth: 1
synth-warning-count: 1
critical_path.n_buffers_inverters: 1
grt_overflow: 0
dp.cells: 104
die_w_um: 80
total_switching_power_mw: 0.150
post_route_cells_drive_above_1_share: 0.242
period_minus_slack_ps: 1350
area_growth_from_synthesis_to_final_layout_pct: 73.3
yosys_reported_design_area_after_synthesis_um2: 403
post-route-drc-count: 0
post_drt_via_cell_ratio: 3.13
r2r-end: "out_a[3]$_SDFFE_PP0N_"
crit-reg2reg-launch: "out_a[3]$_SDFFE_PP0N_"
post_synth_num_cell_types: 14
worstHoldEndpoint: "out_a[0]$_SDFFE_PP0N_"
crit_path_class: "flip-flop to output port"
grt_setup_unrepaired: "false"
seq_power_share: 0.455
startpoint_of_the_most_critical_hold_path: "out_a[0]$_SDFFE_PP0N_"
log.warning_count: 25
total_of_cells_resized_after_clock_tree_synthesis: 1
detail_route.wirelength_um: 1090
worst_setup_hold_path_clk_slew_ps: 70
worstPathMaxFanout: 2
via_count: 338
fmax_mhz: 741
hold_violations: 0
first_iter_violations: 7
timing.reg2reg.setup_slack_ps: 780
tritoncts: "yes"
cts_setup_buffers: 0
lay_top_cells: "sky130_fd_sc_hd__clkdlybuf4s50_1 (18), sky130_fd_sc_hd__dfxtp_1 (6)"
max-slew-margin-rel: 0.848
mean_routed_wirelength_per_cell_um: 10.1
mappedNetlistArea_um2: 403
post_place_setup_slack_ps: 143
cap_violations: 0
dpl.hpwl_um: 866
fp_util: 0.118
port_buffers: 19
num_antenna_cells: 0
status: "finished, final reports clean"
power_report.internal_total_mw: 0.533
max_slew.worst_pin.slew_ps: 227
layout_top_cell: "sky130_fd_sc_hd__clkdlybuf4s50_1"
setup_ws_ps: 50.1
final_core_util: 0.204
floorplan.rows: 21
ioPinCount: 20
layout make-up:
class,count,area [um^2],share of cell area
Tap cell,46,57.6,0.0824
Clock buffer,4,36.3,0.0520
Sequential cell,10,205,0.294
Timing Repair Buffer,21,208,0.297
Multi-Input combinational cell,26,188,0.269
Inverter,1,3.75,0.00538
cells by family (layout without fill, tap and decap cells):
logic type             count (synthesis)  in the layout  share of synthesized area
AND-OR/OR-AND                          8              8                      0.143
AND/OR/NAND/NOR                       16             16                      0.273
flip-flops                            10             10                      0.497
multiplexers                           2              2                     0.0497
buffers and inverters                  2             26                     0.0373
power groups by stage:
stage	Clock [mW]	Sequential [mW]	Combinational (mW)
CTS	0.276	0.310	0.112
finish	0.264	0.311	0.108
global route	0.289	0.313	0.120
synthesized netlist by cell type:
cell / n / share of area
sky130_fd_sc_hd__dfxtp_1: 10 / 0.50
sky130_fd_sc_hd__o211a_1: 2 / 0.050
sky130_fd_sc_hd__nand2b_1: 1 / 0.016
sky130_fd_sc_hd__inv_1: 1 / 0.0093
sky130_fd_sc_hd__nor3_1: 4 / 0.050
sky130_fd_sc_hd__buf_6: 1 / 0.028
sky130_fd_sc_hd__a21oi_1: 4 / 0.050
sky130_fd_sc_hd__mux2i_1: 2 / 0.050
sky130_fd_sc_hd__nor2_1: 2 / 0.019
sky130_fd_sc_hd__o21ai_2: 2 / 0.043
sky130_fd_sc_hd__nor3b_1: 2 / 0.037
sky130_fd_sc_hd__nor2b_1: 4 / 0.062
sky130_fd_sc_hd__nand2b_4: 2 / 0.068
sky130_fd_sc_hd__nand2b_2: 1 / 0.022
sequential cells by signal, indices dropped and copies added, names as in the netlist:
signal	count
out_a	4
err_a	1
out_b	4
err_b	1
routing by layer:
metal | global-route usage | routed length (um) | up-vias
li1 | - | - | 180
met2 | 0.0433 | 394 | 15
met5 | 0 | 0 | -
met1 | 0.0484 | 553 | 143
met3 | 0.0273 | 144 | 0
met4 | 0.00176 | 0 | 0
stage by stage:
step / hold WS [ps] / power [mW] / cell area (um^2)
2_1_floorplan: 413 / 0.349 / 403
3_3_place_gp: 481 / 0.425 / 654
3_5_place_dp: 472 / 0.426 / 654
4_1_cts: 483 / 0.697 / 692
5_1_grt: 489 / 0.722 / 698
6_report: 468 / 0.683 / 698
worst max-delay path by stage:
stage	cells past startpoint	endpoint	from	slack (ps)
4_1_cts	1	out_a[3]	out_a[3]$_SDFFE_PP0N_	10
5_1_grt	1	out_a[1]	out_a[1]$_SDFFE_PP0N_	0.7
6_report	1	out_a[3]	out_a[3]$_SDFFE_PP0N_	50
Power and IR drop assume default switching activity.
